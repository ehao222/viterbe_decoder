==> flow/design.v <==
module pDFF(DATA,QOUT,CLOCK,RESET);
parameter WIDTH = 1;
input [WIDTH-1:0] DATA; 
input CLOCK, RESET;
output [WIDTH-1:0] QOUT; 
reg [WIDTH-1:0] QOUT;
always @(posedge CLOCK or negedge RESET)
if (~RESET) QOUT <= 0;  
else QOUT <= DATA;  
endmodule
module viterbi_encoder(X,Y,Clock,Reset);
input X, Clock, Reset; 
output [1:0] Y; 
wire [1:0] Yt; 
wire X, Clock, Reset;
wire [8:0] PolyA, PolyB; 
wire [8:0] wA, wB, ShReg; 
assign PolyA = 9'b110_101_111; 
assign PolyB = 9'b100_011_101;
assign wA = PolyA & ShReg; 
assign wB = PolyB & ShReg;
assign ShReg[8] = X;
pDFF dff7(ShReg[8], ShReg[7], Clock, Reset); 
pDFF dff6(ShReg[7], ShReg[6], Clock, Reset); 
pDFF dff5(ShReg[6], ShReg[5], Clock, Reset); 
pDFF dff4(ShReg[5], ShReg[4], Clock, Reset); 
pDFF dff3(ShReg[4], ShReg[3], Clock, Reset); 
pDFF dff2(ShReg[3], ShReg[2], Clock, Reset); 
pDFF dff1(ShReg[2], ShReg[1], Clock, Reset); 
pDFF dff0(ShReg[1], ShReg[0], Clock, Reset);
assign Yt[1] = wA[0] ^ wA[1] ^ wA[2] ^ wA[3] ^ wA[4] ^ wA[5] ^ wA[6] ^ wA[7] ^ wA[8]; 
assign Yt[0] = wB[0] ^ wB[1] ^ wB[2] ^ wB[3] ^ wB[4] ^ wB[5] ^ wB[6] ^ wB[7] ^ wB[8];
pDFF dffy1(Yt[1], Y[1], Clock, Reset);
pDFF dffy0(Yt[0], Y[0], Clock, Reset); 
endmodule
==> flow/run.sh <==
#!/bin/bash
# OpenROAD 26Q1-2900-gdf79404cd8, Yosys 0.63+post, stock flow scripts
make -C /OpenROAD-flow-scripts/flow DESIGN_CONFIG=/design/flow/config.mk WORK_HOME=/design/flow/orfs finish
==> flow/config.mk <==
export PLATFORM = sky130hd
export DESIGN_NAME = viterbi_encoder
export DESIGN_NICKNAME = viterbi_encoder
export VERILOG_FILES = /design/flow/design.v
export SDC_FILE = /design/flow/constraint.sdc
export NUM_CORES = 4
export LEC_CHECK = 1
export CORE_AREA = 10 10 70 70
export DIE_AREA = 0 0 80 80
==> flow/constraint.sdc <==
current_design viterbi_encoder

set clk_period 2.4
set clk_io_pct 0.2

create_clock -name clk0 -period $clk_period [get_ports {Clock}]

set non_clock_inputs [all_inputs -no_clocks]
set_input_delay [expr $clk_period * $clk_io_pct] -clock clk0 $non_clock_inputs
set_output_delay [expr $clk_period * $clk_io_pct] -clock clk0 [all_outputs]
==> CHANGELOG.md <==
## Flow update

- R2R Setup Slk: 1.22 ns
- Top delay family on crit path: buffers and inverters
- CP bufs+invs: 1
- Final antenna-violating net count: 0
- Drc violations: 0
- Most frequent cells in the layout: dfrtp_1, clkdlybuf4s50_1, clkbuf_4, xnor2_2, xnor3_1
- Synth Register Bits: 10
- Min Tclk post-route: 1.51 ns
- Iteration-0 DRC Markers: 1
- Post-CTS Resized: 0
- Hold Buf Count CTS: 0
- Chip Area: 6400 µm²
- Hold Path Depth: 0
- First-pass GRT wire length: 752 µm
- RSZ-0062 raised after global routing: false
- CTS tree: built
- P per Cell Area: 742 nW/µm²
- Cell accounting for the most synthesized area: dfrtp_1
- # fillers: 389
- Endpoints failing setup: 0
- TritonRoute pass-1 iters: 2
- Fin Setup TNS: 0 ns
- Startpoint types: flop
- Maximum clock rate: 662 MHz
- Worst-Margin Slew: 0.420 ns
- Grt total ovfl: 0
- Via count: 142
- Worst hold start: dff6.QOUT
- Max-cap violations: 0
- R2R depth: 2
- CP peak stage delay: 0.46 ns
- Worst Hold Endpoint: dff5.QOUT
- Floorplan utilization: 0.107
- Top cell area share: 0.683
- Yosys chip area: 367 µm²
- Share of layout cells above drive strength 1: 0.227
- Late-Pin Clk Latency: 0.25 ns
- Hold Crit Class: reg -> reg
- HPWL Detailed: 337 µm
- Status: finished, final reports clean
- Final Hold Vio Count: 0
- Vias in the first global route: 175
- CTS root buf: clkbuf_4
- Fin. max-slew vios: 0
- Worst Setup Path Type: reg -> out
- Routed wire length: 416 µm
- Most frequent logic cell in the layout: dfrtp_1
- CTS Buf Count: 3
- Core area: 3420 µm²
- Ant. Diodes: 0
- Mapped Area: 367 µm²
- CP Capture Type: primary output
- Clk pin slew, worst setup/hold paths: 0.06 ns
- CP max-delay cell: clkdlybuf4s50_1
- WL/cell: 6.12 µm
- Yosys warning count: 1
- Post-CTS Setup Inserts: 0
- IO Pins: 5
- Worst relative slew slack: 0.719
- H-tree depth: 1
- IR drop worst, VDD: 0.000248 V
- Post-synthesis sequential area ratio: 0.683
- Yosys cell types: 5
- Cells in synth_stat.txt: 17
- PortBufs: 4
- Final Cycle Share: 0.630
- Die width: 80 µm
- Die H: 80 µm
- Layout Skew: 0.00138 ns
- R2R Path Start: dff2.QOUT
- Crit path depth: 1
- Hold slack: 0.350 ns
- Tot GR Track Use: 0.0141
- CTS sink count: 10
- Clk buf depth: 2
- DR vias/cell: 2.09
- RePlAce Congestion: 0.720
- Gate Count Post-Synth: 17
- OpenROAD warning count: 25
- Pin count of the biggest net entering global routing: 11
- CP Cell Sequence: clkdlybuf4s50_1
- Reg-to-reg critical path endpoint: dffy1.QOUT
- Leak: 0.208 nW
- Top post-synthesis cells by area: dfrtp_1, xnor3_1, xnor2_2
- Critical Path Fanout Max: 1
- Initial antenna violation count: 0
- FP Rows: 21
- Post-Syn Area per Cell: 21.6 µm²
- Crit path DAT: 1.03 ns
- P&R area growth vs syn: 28.7%
- Required time of the critical path: 1.92 ns
-- cell type report --
type | count | area [µm²] | area share
tap | 46 | 57.6 | 0.122
multi-input combinational | 5 | 101 | 0.215
clock buffer | 3 | 22.5 | 0.0477
sequential | 10 | 250 | 0.531
timing repair buffer | 4 | 40.0 | 0.0849
-- state kept, by name, indices dropped and copies added (netlist names) --
register and cells:
dff6.QOUT 1, dff3.QOUT 1, dff5.QOUT 1, dff1.QOUT 1, dff4.QOUT 1, dff2.QOUT 1, dff7.QOUT 1, dffy1.QOUT 1
dffy0.QOUT 1, dff0.QOUT 1
-- synthesized netlist by cell type --
library cell   n
xor3_1         1
buf_4          2
xnor2_2        2
xnor3_1        2
dfrtp_1       10
-- metrics by stage --
step	cell area, µm²	utilization	power [mW]	worst slack (ns)	std cells
floorplan	367	-	0.233	1.25	17
global placement	449	0.132	0.250	0.686	65
detailed placement	449	0.132	0.251	0.672	65
CTS	472	0.138	0.359	0.874	68
global route	472	0.138	0.371	0.851	68
finish	472	0.138	0.350	0.889	68
-- worst max-delay path by stage --
stage	startpoint	end	slack, ns
global route	dffy0.QOUT	Y[0]	0.85
finish	dffy0.QOUT	Y[0]	0.89
CTS	dffy0.QOUT	Y[0]	0.87
-- metal layers --
layer / global-route usage / part of all wire
met4: 0.00352 / 0
met5: 0 / 0
met1: 0.0201 / 0.45
met2: 0.0177 / 0.45
met3: 0.00795 / 0.094
-- power breakdown --
part	switching, mW	total (mW)	internal, mW
Combinational	0.0115	0.0531	0.0417
Clock	0.0468	0.104	0.0573
Sequential	0.00684	0.193	0.186
Total	0.0651	0.350	0.285
-- kinds of logic after synthesis --
kind of cell	count (synthesis)	synth area share
xor+xnor	5	0.276
buf+inv	2	0.0409
flops	10	0.683
Power is estimated from default activity; no workload was simulated.
